[design/flow/run.sh]
#!/bin/bash
# OpenROAD 26Q1-2900-gdf79404cd8, Yosys 0.63+post, stock flow scripts
make -C /OpenROAD-flow-scripts/flow DESIGN_CONFIG=/design/flow/config.mk WORK_HOME=/design/flow/orfs finish
[design/flow/config.mk]
export PLATFORM = sky130hd
export DESIGN_NAME = top
export DESIGN_NICKNAME = top
export VERILOG_FILES = /design/flow/design.v
export SDC_FILE = /design/flow/constraint.sdc
export NUM_CORES = 4
export LEC_CHECK = 1
export CORE_UTILIZATION = 30
export SYNTH_HDL_FRONTEND = slang
[design/flow/constraint.sdc]
current_design top

set clk_period 4.6
set clk_io_pct 0.2

create_clock -name clk0 -period $clk_period [get_ports {clk}]

set non_clock_inputs [all_inputs -no_clocks]
set_input_delay [expr $clk_period * $clk_io_pct] -clock clk0 $non_clock_inputs
set_output_delay [expr $clk_period * $clk_io_pct] -clock clk0 [all_outputs]
[design/flow/design.v]
module counter
#(
    parameter LIMIT=9
  , localparam NBITS=$clog2(LIMIT)
)
(
    input  logic             clk
  , input  logic             rst
  , input  logic             enable
  , output logic [NBITS-1:0] count
  , output logic             tc             
);
always_ff @(posedge clk) begin
  if (rst) begin
    count <= 'd0;
    tc <= 0;
  end else begin
    tc <= 1'b0;
    if (enable) begin
      if (count == LIMIT) begin
        count <= 'd0;
        tc <= 1'b1;
      end else begin
        count <= count + 1;
      end
    end
  end
end
endmodule : counter
module display_ctrl
(
    input  logic            clk
  , input  logic            rst
  , input  logic      [7:0] dot
  , input  logic [7:0][3:0] value
  , output logic      [7:0] seg
  , output logic      [7:0] dsp
);
function logic [6:0] bcd7seg(input logic [3:0] bcd);
  case (bcd)
    4'h0    : bcd7seg = 7'b011_1111;
    4'h1    : bcd7seg = 7'b000_0110;
    4'h2    : bcd7seg = 7'b101_1011;
    4'h3    : bcd7seg = 7'b100_1111;
    4'h4    : bcd7seg = 7'b110_0110;
    4'h5    : bcd7seg = 7'b110_1101;
    4'h6    : bcd7seg = 7'b111_1101;
    4'h7    : bcd7seg = 7'b000_0111;
    4'h8    : bcd7seg = 7'b111_1111;
    4'h9    : bcd7seg = 7'b110_1111;
    4'ha    : bcd7seg = 7'b111_0111;
    4'hb    : bcd7seg = 7'b111_1100;
    4'hc    : bcd7seg = 7'b011_1001;
    4'hd    : bcd7seg = 7'b101_1110;
    4'he    : bcd7seg = 7'b111_1001;
    4'hf    : bcd7seg = 7'b111_0001;
    default : bcd7seg = 7'b000_0000;  
  endcase
endfunction : bcd7seg
logic [16:0] delay;
logic  [2:0] index;
logic  update;
always_ff @(posedge clk) begin
  if (rst) begin
    delay <= 'd0;
    index <= 'd0;
    seg   <= '1;
    dsp   <= 8'b0111_1111;
    update <= 1'b1;
  end else begin
    {update,delay} <= delay + 16'd01;
    if (update) begin
      dsp <= {dsp[6:0], dsp[7]};
      seg <= ~{dot[index],bcd7seg(value[index])};
      index <= index + 1;
    end
  end
end
endmodule : display_ctrl
module top
(
    input  logic rst
  , input  logic clk
  , input  logic button
  , output logic [7:0] dsp
  , output logic [7:0] seg
  , output logic       running
  , output logic       power_on
  , output logic       ready
);
(* ASYNC_REG="true" *)logic button_s;
logic [5:0] button_reg;
assign power_on = 1'b1;
always_ff @(posedge clk) begin
  if (rst) begin
    button_s <= 'b0;
    button_reg <= 'd0;
  end else begin
    button_reg <= {button_reg[4:0], button_s};
    button_s <= button;
  end
end
logic button_released;
assign button_released = button_reg[5] && !button_reg[4];
always_ff @(posedge clk) begin
  if (rst) begin
  running <= 'b0;
  ready <= 1'b0;
  end else begin
    ready <= 1'b1;
    if (button_released)
    running <= ~running;
  end
end
  logic _10_ms;
  logic _100_ms;
  logic _1s;
  logic _10s;
  logic _1m;
  logic _10m;
  logic _1h;
  logic _10h;
  logic [7:0][3:0] crono;
  counter #(.LIMIT(999999)) ten_ms (.clk(clk), .rst(rst), .enable(running), .count(        ), .tc(_10_ms ));
  counter #(.LIMIT(9))      cent_s (.clk(clk), .rst(rst), .enable(_10_ms ), .count(crono[0]), .tc(_100_ms));
  counter #(.LIMIT(9))      dec_s  (.clk(clk), .rst(rst), .enable(_100_ms), .count(crono[1]), .tc(_1s    ));
  counter #(.LIMIT(9))      sec    (.clk(clk), .rst(rst), .enable(_1s    ), .count(crono[2]), .tc(_10s   ));
  counter #(.LIMIT(5))      d_sec  (.clk(clk), .rst(rst), .enable(_10s   ), .count(crono[3][2:0]), .tc(_1m    ));
  assign crono[3][3] = 1'b0;
  counter #(.LIMIT(9))      min    (.clk(clk), .rst(rst), .enable(_1m    ), .count(crono[4]), .tc(_10m   ));
  counter #(.LIMIT(5))      d_min  (.clk(clk), .rst(rst), .enable(_10m   ), .count(crono[5][2:0]), .tc(_1h    ));
  assign crono[5][3] = 1'b0;
  counter #(.LIMIT(9))      hour   (.clk(clk), .rst(rst), .enable(_1h    ), .count(crono[6]), .tc(_10h   ));
  counter #(.LIMIT(9))      d_hour (.clk(clk), .rst(rst), .enable(_10h   ), .count(crono[7]), .tc(       ));
  display_ctrl display_ctrl (
    .clk(clk)
  , .rst(rst)
  , .dot(8'b0101_0100)
  , .value(crono)
  , .seg(seg)
  , .dsp(dsp)
);
endmodule : top
==> out/qor.csv <==
stage,metric,value,unit
yosys,Max-area cell share,46.2,%
final_timing,final worst path period need,2.71,ns
yosys,asr flop ratio synth,0,%
yosys,Syn Area/Cell,9.34,sq um
yosys,XOR/XNOR Fraction of Synth Area,9.05,%
detailed_routing,Via Count,3250,
final_timing,Final Max Slew Viols,0,
global_route,met3 usage in global routing,2.92,%
final_layout,Top Registers,"ten_ms.count (20), display_ctrl.delay (17)",
yosys,post-synth cell types,49,
clock_tree,Worst-path clk slew,0.07,ns
detailed_routing,DRC viols,0,
yosys,"area leader, netlist",dfxtp_1,
worst_setup_path,CP Data Arrival Time,2.94,ns
yosys,top cells by count,"dfxtp_1 (105), nor2_1 (74), nand2_1 (35)",
detailed_routing,DRT antenna net count,0,
yosys,Top logic family,simple AND/OR/NAND/NOR gates,
yosys,"Seq/Total Area, Yosys",46.2,%
final_layout,max reg flops,20,
clock_tree,H-tree depth,3,
detailed_routing,routed vias/inst,4.71,
final_timing,max frequency,369,MHz
yosys,number of enable flip-flop cells,0,
place,Post-Place Cells,674,
power_and_ir_drop,clock network power share,42.9,%
final_timing,worst-margin pin slew,0.733,ns
final_layout,ratio of cells with drive above 1 in the final layout,5.73,%
global_route,met1 usage,16.4,%
clock_tree,TritonCTS buffer count,9,
yosys,Synth Area in Compound Gates,7.95,%
die,core footprint,0.0146,sq mm
worst_setup_path,Max stage delay on crit path,0.61,ns
power_and_ir_drop,Worst VDD drop,0.000177,V
global_route,largest net degree at the start of global routing,72,
run,Log Warnings,30,
clock_tree,setup bufs post-CTS,0,
die,IO Pins,22,
clock_tree,CTS Root Cell,clkbuf_16,
yosys,most frequent cell after synthesis,dfxtp_1,
clock_tree,Resized Gates After CTS,0,
clock_tree,TritonCTS clock tree,built,
global_route,global-route wire length before repair,13700,um
worst_setup_path,CP Capture Type,register,
yosys,top_reg_cell synth,dfxtp_1,
global_route,GRT overflow,0,
place,HPWL Detailed,5360,um
clock_tree,TritonCTS Sinks,105,
yosys,adder share,2.48,%
worst_setup_path,worst-path cell chain,mux4_1 > mux2i_1 > inv_1 > ha_1 > nand3_1 > a21oi_2 > a2111o_1,
detailed_routing,Pre-Repair DR Iteration Count,6,
status,status,"finished, final reports clean",
power_and_ir_drop,Sw Ratio,20.8,%
place,I/O Buffers,20,
detailed_routing,Initial DRC Count,201,
worst_setup_path,Worst EP required,4.83,ns
yosys,"AND/OR/NAND/NOR Cells, Area Fraction",24.2,%
detailed_routing,final WL,8070,um
die,die area,0.0157,sq mm
power_and_ir_drop,Comb pwr share,3.1,%
global_route,total track usage,10.7,%
final_timing,setup violators final,0,
yosys,yosys stat area,0.00455,sq mm
detailed_routing,DR WL/cell,11.7,um
power_and_ir_drop,Psw,0.000360,W
yosys,Post-synth area hogs,"dfxtp_1 (46%), nor2_1 (6.1%), xor2_1 (5.0%), xnor2_1 (4.0%), nor2b_1 (3.3%)",
place,GP Congestion,0.826,
yosys,ys cells,487,
final_layout,Reg with most FFs,ten_ms.count,
die,Rows,44,
worst_setup_path,Worst R2R Setup Slack,1.89,ns
global_route,GR peak layer,met1,
worst_setup_path,CP Launch Type,register,
power_and_ir_drop,Flop pwr share,54.0,%
die,die height,125,um
clock_tree,Max Root-Sink Buffers,2,
final_timing,setup TNS,0,ns
min_path,min-delay src,button_reg[1]$_SDFF_PP0_,
final_layout,synth-to-layout area growth,14.0,%
global_route,vias in the first global route,2863,
worst_setup_path,r2r startpoint,display_ctrl.index[2]$_SDFFE_PP0P_,
final_timing,fin crit share,58.8,%
run,max cap viols,0,
final_timing,Setup Skew,0.00443,ns
die,Die Width,125,um
yosys,mapped cell area,0.00455,sq mm
power_and_ir_drop,Leak,1.87,nW
clock_tree,latest clock arrival within the worst-skew pair,0.34,ns
detailed_routing,antenna cells,0,
clock_tree,"Hold-fix buffers, CTS",0,
final_layout,final std cells w/o fill,690,
final_layout,Fillers,1437,
final_timing,RSZ-0062 raised after global routing,false,
global_route,met2 Use GR,15.9,%
worst_setup_path,Setup crit start,display_ctrl.index[2]$_SDFFE_PP0P_,
yosys,Cells after Synth,487,
die,Init Core Util,31.1,%
power_and_ir_drop,pwr dens,335,mW/mm^2
final_timing,Fin. Hold Viols,0,
global_route,initial antenna violation count,0,
worst_setup_path,CP Max Fanout,10,
power_and_ir_drop,Internal Power,0.00138,W
worst_setup_path,Worst Setup Path Type,reg -> reg,
yosys,Post-synth regs,105,
min_path,min-delay worst type,reg -> reg,
final_timing,slew margin rel.,51.2,%
yosys,Synth Warn #,0,
worst_setup_path,slowest CP cell,mux4_1,
yosys,"mux frac, synth",7.24,%
==> per-stage QoR <==
step | setup WS, ns | hold WS (ns) | util [%] | power (W) | instance area (sq um)
floorplan | 2.29 | 0.414 | - | 0.000991 | 4550
global placement | 1.99 | 0.421 | 33.4 | 0.00101 | 4890
detailed placement | 1.91 | 0.420 | 33.4 | 0.00101 | 4890
CTS | 1.90 | 0.436 | 35.4 | 0.00176 | 5190
global route | 1.71 | 0.456 | 35.4 | 0.00180 | 5190
finish | 1.89 | 0.435 | 35.4 | 0.00174 | 5190
==> metal layers <==
| metal | up-vias | wire length, um |
|---|---|---|
| met5 | - | 0 |
| met4 | 0 | 117 |
| met3 | 9 | 410 |
| met2 | 46 | 3350 |
| met1 | 1486 | 4190 |
| li1 | 1709 | - |
==> worst paths after layout <==
path,endpoint,depth (start not counted)
worst max-delay path,display_ctrl.seg[5]$_SDFFE_PP1P_,7
worst min register to register,button_reg[2]$_SDFF_PP0_,1
worst max register to register,display_ctrl.seg[5]$_SDFFE_PP1P_,7
worst min-delay path,button_reg[2]$_SDFF_PP0_,1
==> logic make-up after synthesis <==
group | count (synthesis)
DFF | 105
AOI/OAI and AO/OA | 58
xor gates and xnor gates | 47
adders and majority gates | 9
buffers and inverters | 27
and+or+nand+nor | 218
other | 1
muxes | 22
==> final cells by class <==
| type | count | area, sq um | share of cell area (%) |
|---|---|---|---|
| clock inverters | 2 | 10.0 | 0.193 |
| inverters | 8 | 30.0 | 0.579 |
| well taps | 184 | 230 | 4.44 |
| repair buffers | 22 | 210 | 4.05 |
| flip-flops and latches | 105 | 2100 | 40.5 |
| multi-input cells | 355 | 2320 | 44.7 |
| clock buffers | 14 | 284 | 5.48 |
==> cell usage in the layout (no fill, tap or decap), types with 13 or more instances in the layout <==
master | synthesis | routed
nand3_1 | 23 | 23
nor2_1 | 74 | 74
nand2_1 | 35 | 35
o21ai_0 | 19 | 19
xor2_1 | 26 | 26
xnor2_1 | 21 | 21
mux2i_1 | 13 | 13
nor2b_1 | 24 | 24
dfxtp_1 | 105 | 105
clkdlybuf4s50_1 | 0 | 19
a21oi_1 | 22 | 22
==> critical path, delay by kind of cell (launching register included) <==
kind / cells / cell delay [ns]
AOI/OAI and AO/OA: 2 / 0.39
adders and majority gates: 1 / 0.29
muxes: 2 / 1.04
and+or+nand+nor: 1 / 0.10
buffers and inverters: 1 / 0.17
DFF: 1 / 0.60
==> power by group through the flow <==
stage / Clock [W] / Combinational [W] / Sequential, W
after global routing: 0.000803 / 0.0000604 / 0.000939
after CTS: 0.000769 / 0.0000549 / 0.000937
final: 0.000745 / 0.0000541 / 0.000937
Power is estimated from default activity; no workload was simulated.
